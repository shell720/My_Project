--- ./design.v ---
module counter(clk, reset, count);
    input reset;
    input clk;
    output[7:0]  count;
    reg[7:0]  reg_cnt=7'd0;
    parameter max_cnt = 7'd100;
    always @(posedge clk or negedge reset) begin
        if (reset == 0)
            reg_cnt <= 7'd0;
        else if (reg_cnt == max_cnt)
            reg_cnt <= 7'd0;
        else 
            reg_cnt <= reg_cnt + 7'd1;
    end
    assign count = reg_cnt;
endmodule
--- ./run.sh ---
#!/bin/bash
# OpenROAD 26Q1-2900-gdf79404cd8, Yosys 0.63+post, stock flow scripts
make -C /OpenROAD-flow-scripts/flow DESIGN_CONFIG=/design/flow/config.mk WORK_HOME=/design/flow/orfs finish
--- ./config.mk ---
export PLATFORM = sky130hd
export DESIGN_NAME = counter
export DESIGN_NICKNAME = counter
export VERILOG_FILES = /design/flow/design.v
export SDC_FILE = /design/flow/constraint.sdc
export NUM_CORES = 4
export LEC_CHECK = 1
export CORE_AREA = 10 10 70 70
export DIE_AREA = 0 0 80 80
--- ./constraint.sdc ---
current_design counter

set clk_period 2.9
set clk_io_pct 0.2

create_clock -name clk0 -period $clk_period [get_ports {clk}]

set non_clock_inputs [all_inputs -no_clocks]
set_input_delay [expr $clk_period * $clk_io_pct] -clock clk0 $non_clock_inputs
set_output_delay [expr $clk_period * $clk_io_pct] -clock clk0 [all_outputs]
==> impl_metrics.tcl <==
# place-and-route summary
set metrics [dict create \
    ant_nets 0 \
    cp_max_fo 7 \
    largest_reg_flops 8 \
    drtIter0Drc 3 \
    cp_data_required_time_ns 2.32 \
    fin_ws_ns 1.10 \
    relSlewSlack 0.749 \
    worst-slew-pin-transition_ns 0.375 \
    antenna-diode-count 0 \
    area_growth_pct 42.9 \
    clock_path_buffers 2 \
    netlist.area_leader.share 0.505 \
    p_leak_nw 0.242 \
    dieArea_um2 6400 \
    grt_pass1_wl_um 1440 \
    ys_chip_area_um2 397 \
    io_pins 10 \
    grt_usage 0.0289 \
    switchingPower_mw 0.0403 \
    wl_per_cell_um 9.20 \
    htreeDepth 1 \
    ys_top_cells_by_count "dfrtp_1 (8), nor2_1 (4), nor2b_1 (3), xnor2_1 (3)" \
    cpPeakStageDelay_ns 0.52 \
    warnings 26 \
    crit_path_end_kind "output port" \
    synth_area_leader_cell "dfrtp_1" \
    internal-power_mw 0.160 \
    critPathKind "register to output port" \
    instances_no_fill 93 \
    clk_pin_slew_ns 0.06 \
    finalClockPeriodUsage 0.622 \
    cts_buffers 3 \
    io_buffers 9 \
    drcViolationCount 0 \
    place_area_um2 544 \
    pwr-share-seq 0.557 \
    hold_buffers 0 \
    final_area_um2 567 \
    async_reset_ff_frac 1.00 \
    setup_viol_count_final 0 \
    core_um2 3420 \
    via_per_inst 3.23 \
    rsz0062_at_grt "false" \
    flop_cell "dfrtp_1" \
    cp_num_buf_inv 1 \
    ys_ff 8 \
    final_max_slew_viol_count 0 \
    grt_overflow_total 0 \
    final_util 0.166 \
    gp_congestion 0.702 \
    post_route_cells_drive_above_1_share 0.106 \
    place_ws_ns 1.35 \
    crit_family "buffers and inverters" \
    yosys.stat.seqShare 0.505 \
    yosysMostFrequentCell "dfrtp_1" \
    cts_resized 0 \
    clockPowerShare 0.426 \
    netlist_instances 35 \
    fp_util 0.116 \
    irDropWorstVdd_mv 0.223 \
    rows 21 \
    min_period_ns 1.80 \
    area_leaders "dfrtp_1 (50%), xnor2_1 (6.6%), ha_1 (6.3%)" \
    fmax_mhz 554 \
    edf_count 0 \
    cts.sinks 8 \
    reg_top3 "reg_cnt x8" \
    root_buffer "clkbuf_4" \
    grt_max_degree 9 \
    grt_pass1_vias 285 \
    fin_setup_tns_ns 0 \
    p_comb_frac 0.017 \
    synth.distinct_cells 16 \
    hold_viol_final 0 \
    netlist_area_um2 397 \
    drt-total-wl_um 856 \
    firstDrtPassIters 5 \
    arrival_ns 1.22 \
    p_per_area_nw_per_um2 354 \
    fin_skew_ns 0.00705 \
    cp_slowest_cell "clkdlybuf4s50_1" \
    cp_cell_sequence "clkdlybuf4s50_1" \
    cts_tree "done" \
    antenna_found_initial 0 \
    ys_cells 35 \
    hold_ws_ns 0.493 \
    dr_total_vias 300 \
    hpwl_um 666 \
    swShare 0.201 \
    total_power_mw 0.201 \
    yosys_warnings 1 \
    start_kind "register" \
    insertion_delay_ns 0.26 \
    outcome "complete, no violations" \
    post_cts_buffers 0 \
    top_register "reg_cnt" \
    post_synth.cell_area_avg_um2 11.3 \
    die_h_um 80 \
    dp.cells 90 \
    worstHoldPathType "register to register" \
    cap_violations 0 \
    die_x_um 80 \
]
## layout make-up
type / count / area (um^2)
fill: 389 / 2850
clock buffer: 3 / 22.5
inverter: 2 / 7.51
timing repair buffer: 9 / 90.1
multi-input combinational: 25 / 189
sequential: 8 / 200
tap: 46 / 57.6
## final timing paths
| check | startpoint | end | slack (ns) | depth (start not counted) |
|---|---|---|---|---|
| max in group asynchronous | reset | reg_cnt[1]$_DFF_PN0_ | 2.02 | 1 |
| max | reg_cnt[4]$_DFF_PN0_ | count[4] | 1.10 | 1 |
| min | reg_cnt[7]$_DFF_PN0_ | reg_cnt[7]$_DFF_PN0_ | 0.49 | 1 |
| min reg2reg | reg_cnt[7]$_DFF_PN0_ | reg_cnt[7]$_DFF_PN0_ | 0.49 | 1 |
| min in group asynchronous | reset | reg_cnt[7]$_DFF_PN0_ | 0.61 | 1 |
| max reg2reg | reg_cnt[0]$_DFF_PN0_ | reg_cnt[6]$_DFF_PN0_ | 1.46 | 4 |
## cells by family (layout without fill, tap and decap cells)
logic type / Yosys count / after routing / share of synthesized area
compound gates: 3 / 3 / 0.0568
mux: 1 / 1 / 0.0378
buf+inv: 2 / 14 / 0.0189
fa+ha+maj: 2 / 2 / 0.0631
xor+xnor: 5 / 5 / 0.110
flops: 8 / 8 / 0.505
simple gates: 14 / 14 / 0.208
## power groups by stage
stage                 Sequential (mW)  Combinational, mW  Clock [mW]
after CTS                       0.112            0.00352      0.0874
after global routing            0.112            0.00390      0.0959
final                           0.112            0.00334      0.0855
## layout by cell type (no fill, tap or decap), drive strengths merged
cell type and instances:
nand4 1, clkbuf 3, nor2 4, nand2 1, nor2b 3, and4bb 1
and3 1, ha 2, inv 2, clkdlybuf4s50 9, dfrtp 8, xor2 2
mux2 1, a22o 2, o21ai 1, nand3 3, xnor2 3
## per-layer routing
| layer | global-route usage | vias up | routed length (um) |
|---|---|---|---|
| met3 | 0.0216 | 2 | 121 |
| li1 | - | 144 | - |
| met5 | 0 | - | 0 |
| met2 | 0.0273 | 14 | 283 |
| met4 | 0.00528 | 0 | 12 |
| met1 | 0.0460 | 140 | 439 |
No activity file was given, so power comes from the tool's default toggle rates.
